==> /design/flow/design.v <==
`timescale 1ns / 1ps
module Main(
	input clk, 
	input rset, dir, 
	output reg buzz, led,
	output reg [0:3] LEDs, 
	input clear,
	output [3:0] AN,
	output [6:0] C,
	output       DP,
	output reg oe,  
	output reg shiftReg_clk,  
	output reg storeReg_clk,  
	output reg reset,  
	output reg DS,  
	output reg [7:0] c_for_matrix
    );
	reg [3:0] current_digit, cur_dig_AN;
	reg [6:0] segments;
	assign AN = (cur_dig_AN); 
	assign C = ~segments;      
	assign DP = 1;             
	localparam N=18;
	reg [N-1:0] count;
	reg [3:0] first, second;
	wire display_x ;
	assign display_x = buzz;
	reg [7:0] counttemp;
	parameter led1th = 8'b00011110;  
	parameter led2th = 8'b00110010;  
	parameter led3th = 8'b01000110;  
	parameter led4th = 8'b01011010;  
	reg [26:0] ticker;
	reg onesec;
	always @(posedge clk)
		if(rset) begin
			ticker <= 27'b0;
			onesec <= 1'b0;
			count <= 0;
			end
		else if (ticker == 27'b1011111010111100001000000) begin
			ticker <= 27'b0;
			onesec <= ~onesec;
			end
		else begin
			ticker <= ticker + 1;
			count <= count + 1;
		end
	always led <= onesec;
	always @(posedge onesec) begin
		if((~dir) ) begin
				if(rset) begin 
					counttemp = 8'b0;
					LEDs[0] <= 1'b0;
					LEDs[1] <= 1'b0;
					LEDs[2] <= 1'b0;
					LEDs[3] <= 1'b0;
					buzz <= 1'b0;
					end
				else if (counttemp == 90) begin
					LEDs[0] <= 1'b1;
					LEDs[1] <= 1'b1;
					LEDs[2] <= 1'b1;
					LEDs[3] <= 1'b1;
					buzz <= 1'b1;
				end
				else if (counttemp < led1th) begin
					counttemp = counttemp + 1;
					buzz <= 1'b0;
					end
				else if (counttemp >= led1th && counttemp < led2th) begin
					LEDs[0] <= 1'b1;
					counttemp = counttemp + 1;
					buzz <= 1'b0;
					end
				else if (counttemp >= led2th && counttemp < led3th) begin
					LEDs[0] <= 1'b1;
					LEDs[1] <= 1'b1;
					counttemp = counttemp + 1;
					buzz <= 1'b0;
					end
				else if (counttemp >= led3th && counttemp < led4th) begin
					LEDs[0] <= 1'b1;
					LEDs[1] <= 1'b1;
					LEDs[2] <= 1'b1;
					counttemp = counttemp + 1;
					buzz <= 1'b0;
					end
				else if (counttemp == led4th) begin
					LEDs[0] <= 1'b1;
					LEDs[1] <= 1'b1;
					LEDs[2] <= 1'b1;
					LEDs[3] <= 1'b1;
					buzz <= 1'b1;
					counttemp = counttemp + 1;
					end
				else counttemp = counttemp + 1;
			end
		else  begin
			 if(rset) begin 
					counttemp = 8'b0;
					LEDs[0] <= 1'b0;
					LEDs[1] <= 1'b0;
					LEDs[2] <= 1'b0;
					LEDs[3] <= 1'b0;
					buzz <= 1'b0;
					end
				else if (counttemp == 0) begin
					LEDs[0] <= 1'b0;
					LEDs[1] <= 1'b0;
					LEDs[2] <= 1'b0;
					LEDs[3] <= 1'b0;
					buzz <= 1'b0;
				end
				else if (counttemp < led1th) begin
					counttemp = counttemp - 1;
					LEDs[0] <= 1'b0;
					LEDs[1] <= 1'b0;
					LEDs[2] <= 1'b0;
					LEDs[3] <= 1'b0;
					buzz <= 1'b0;
					end
				else if (counttemp >= led1th && counttemp < led2th) begin
					LEDs[0] <= 1'b1;
					LEDs[1] <= 1'b0;
					LEDs[2] <= 1'b0;
					LEDs[3] <= 1'b0;
					buzz <= 1'b0;
					counttemp = counttemp - 1;
					end
				else if (counttemp >= led2th && counttemp < led3th) begin
					LEDs[0] <= 1'b1;
					LEDs[1] <= 1'b1;
					LEDs[2] <= 1'b0;
					LEDs[3] <= 1'b0;
					buzz <= 1'b0;
					counttemp = counttemp - 1;
					end
				else if (counttemp >= led3th && counttemp < led4th) begin
					LEDs[0] <= 1'b1;
					LEDs[1] <= 1'b1;
					LEDs[2] <= 1'b1;
					LEDs[3] <= 1'b0;
					buzz <= 1'b0;
					counttemp = counttemp - 1;
					end
				else if (counttemp == led4th) begin
					LEDs[0] <= 1'b1;
					LEDs[1] <= 1'b1;
					LEDs[2] <= 1'b1;
					LEDs[3] <= 1'b1;
					buzz <= 1'b1;
					counttemp = counttemp - 1;
					end
				else counttemp = counttemp - 1;
			end
	end
	always@(counttemp)begin 
		 if(counttemp > 99) begin first = 9; second = 0; end
		 else if(counttemp >= 90) begin first = 9; second = 0; end            
		 else if(counttemp >= 80) begin first = 8; second = counttemp - 80; end
		 else if(counttemp >= 70) begin first = 7; second = counttemp - 70; end
		 else if(counttemp >= 60) begin first = 6; second = counttemp - 60; end
		 else if(counttemp >= 50) begin first = 5; second = counttemp - 50; end
		 else if(counttemp >= 40) begin first = 4; second = counttemp - 40; end
		 else if(counttemp >= 30) begin first = 3; second = counttemp - 30; end
		 else if(counttemp >= 20) begin first = 2; second = counttemp - 20; end
		 else if(counttemp >= 10) begin first = 1; second = counttemp - 10; end
		 else if(counttemp >= 0) begin first = 0; second = counttemp; end
	end
  always@(count, first, second)begin
		case(count[17:16])
			 00: begin current_digit = second;  cur_dig_AN = 4'b1110; end
			 01: begin current_digit = first;   cur_dig_AN = 4'b1101; end
			 default: begin current_digit = 4'bxxxx; cur_dig_AN = 4'bxxxx; end
			 endcase
		end
	always @ (current_digit)
		case (current_digit)
		4'b0000: segments = 7'b111_1110;   
		4'b0001: segments = 7'b011_0000;   
		4'b0010: segments = 7'b110_1101;   
		4'b0011: segments = 7'b111_1001;   
		4'b0100: segments = 7'b011_0011;   
		4'b0101: segments = 7'b101_1011;   
		4'b0110: segments = 7'b101_1111;   
		4'b0111: segments = 7'b111_0000;   
		4'b1000: segments = 7'b111_1111;   
		4'b1001: segments = 7'b111_0011;   
		default: segments = 7'bxxx_xxxx;
		endcase
	wire [24:1] info;
	reg [7:0] red ;
	reg f;
	reg e;
	reg [3:0] counter;
	reg[8:0] i = 1; 
	reg[2:0] column= 0; 
	assign info[24:17] = red ;
	initial begin
	   red = 8'hFF;
	end
	always@(posedge clk)
	begin
		counter = counter+1;
		f <= counter[3];  
		e <= ~f;
	end	
	always@( posedge e)
		i = i+9'b000000001;
	always@(*) begin
		if (i < 9'b000000100) reset<=0;
		else reset<=1;
		if (i>9'b000000011 && i<9'b000011100) DS<=info[i-9'b000000011];
		else DS<=0;
		if (i<9'b000011100)begin
			shiftReg_clk <= f;             
			storeReg_clk <= e;
			end
		else begin
			shiftReg_clk <= 0;
			storeReg_clk <= 1;
			end
	end
	always@(posedge f) begin
		if (i>9'b000011100 && i<9'b110011101)
			oe<=0;
		else
			oe<=1;
		end		
	always@(posedge f) begin	
		if (i==9'b110011110) 
			column= column+1;
		end
	always@( column)
		if (display_x == 1)begin	
			if (column==0) begin
				c_for_matrix<=8'b10000000;
				red <= 8'b00000000;
				end
			else if (column==1) begin
				c_for_matrix<=8'b01000000;
				red <= 8'b00000000;
				end
			else if (column==2) begin
				c_for_matrix<=8'b00100000;
				red <= 8'b00000000;
				end
			else if (column==3) begin
				c_for_matrix<=8'b00010000;
				red <= 8'b00000000;
				end
			else if (column==4) begin
				c_for_matrix<=8'b00001000;
				red <= 8'b00000000;
				end
			else if (column==5) begin
				c_for_matrix<=8'b00000100;
				red <= 8'b10100000;
				end
			else if (column==6) begin
				c_for_matrix<=8'b00000010;
				red <= 8'b01000000;
				end
			else begin
				c_for_matrix<=8'b00000001;
				red <= 8'b10100000;
				end			
		end
		else begin	
			if (column==0) begin
				c_for_matrix<=8'b10000000;
				red <= 8'b00000000;
				end
			else if (column==1) begin
				c_for_matrix<=8'b01000000;
				red <= 8'b00000000;
				end
			else if (column==2) begin
				c_for_matrix<=8'b00100000;
				red <= 8'b00000000;
				end
			else if (column==3) begin
				c_for_matrix<=8'b00010000;
				red <= 8'b00000000;
				end
			else if (column==4) begin
				c_for_matrix<=8'b00001000;
				red <= 8'b00000000;
				end
			else if (column==5) begin
				c_for_matrix<=8'b00000100;
				red <= 8'b00000000;
				end
			else if (column==6) begin
				c_for_matrix<=8'b00000010;
				red <= 8'b00000000;
				end
			else begin
				c_for_matrix<=8'b00000001;
				red <= 8'b00000000;
				end			
		end
endmodule
==> /design/flow/run.sh <==
#!/bin/bash
# OpenROAD 26Q1-2900-gdf79404cd8, Yosys 0.63+post, stock flow scripts
make -C /OpenROAD-flow-scripts/flow DESIGN_CONFIG=/design/flow/config.mk WORK_HOME=/design/flow/orfs finish
==> /design/flow/config.mk <==
export PLATFORM = sky130hd
export DESIGN_NAME = Main
export DESIGN_NICKNAME = Main
export VERILOG_FILES = /design/flow/design.v
export SDC_FILE = /design/flow/constraint.sdc
export NUM_CORES = 4
export LEC_CHECK = 1
export CORE_UTILIZATION = 30
==> /design/flow/constraint.sdc <==
current_design Main

set clk_period 3.5
set clk_io_pct 0.2

create_clock -name clk0 -period $clk_period [get_ports {clk}]

set non_clock_inputs [all_inputs -no_clocks]
set_input_delay [expr $clk_period * $clk_io_pct] -clock clk0 $non_clock_inputs
set_output_delay [expr $clk_period * $clk_io_pct] -clock clk0 [all_outputs]
==> impl_metrics.env <==
# source this file to load flow results
export IMPL_status="finished clean"
export IMPL_io_buffer_count=30
export IMPL_globalplace_congestion=0.9148
export IMPL_finClkSkew_ns=0.007613
export IMPL_yosys_warnings=17
export IMPL_chipArea_mm2=0.01592
export IMPL_setup_slack_ns=0.1838
export IMPL_cap_violations=0
export IMPL_netlist_top_cell_by_area="dfxtp_1"
export IMPL_async_flop_share_pct=0
export IMPL_setup_tns_final_ns=0
export IMPL_dpl_cell_count=734
export IMPL_hold_end="counter[0]$_DFF_P_"
export IMPL_numCtsBuffers=5
export IMPL_ys_flop_type="dfxtp_1"
export IMPL_path_class="flip-flop to primary output"
export IMPL_diodes=0
export IMPL_min_from="counter[0]$_DFF_P_"
export IMPL_gr_total_overflow=0
export IMPL_die_x_um=126.2
export IMPL_edf_count=15
export IMPL_ys_seq_share_pct=36.56
export IMPL_routedWlPerCell_um=11.96
export IMPL_fmax_ghz=0.3016
export IMPL_hold_path_class="flip-flop to flip-flop"
export IMPL_finalHoldViolCount=0
export IMPL_clk_pin_slew_ns=0.06
export IMPL_root_buffer="clkbuf_16"
export IMPL_slowest_stage="clkdlybuf4s50_1"
export IMPL_arrival_ns=2.62
export IMPL_viasPerCell=4.947
export IMPL_ir_drop_mv=0.1875
export IMPL_drt_wl_total_mm=8.878
export IMPL_grt_pass1_wl_mm=15.39
export IMPL_reg2reg_depth=6
export IMPL_required_ns=2.80
export IMPL_first_iter_violations=338
export IMPL_reg2reg_to="ticker[24]$_SDFF_PP0_"
export IMPL_log_warning_count=45
export IMPL_critPathMaxFanout=8
export IMPL_cts_tree="yes"
export IMPL_clk_path_buf_depth=2
export IMPL_ctsHtreeMaxLevel=2
export IMPL_stdcell_count=742
export IMPL_die_h_um=126.2
export IMPL_synth_cell_types=67
export IMPL_ys_seq_elements=77
export IMPL_dp_slack_ns=0.3809
export IMPL_syn_area_mm2=0.004627
export IMPL_cp_slowest_stage_delay_ns=0.50
export IMPL_setup_viol_count_final=0
export IMPL_areaGrowthSynthToFinish_pct=12.57
export IMPL_topCellsByArea="dfxtp_1 27%, edfxtp_1 9.7%, ha_1 7.8%"
export IMPL_drive_gt1_share_pct=3.971
export IMPL_row_count=45
export IMPL_syn_avg_cell_area_um2=8.600
export IMPL_p_leak_nw=1.935
export IMPL_vias=3671
export IMPL_yosysTopAreaCellShare_pct=26.83
export IMPL_rsz0062_at_grt="no"
export IMPL_io_pins=35
export IMPL_regToRegSetupSlack_ns=1.22
export IMPL_unclocked_pins=26
export IMPL_final_antenna_net_count=0
export IMPL_clkLatencyLatePin_ns=0.28
export IMPL_drt_pass1_iter_count=4
export IMPL_yosys_cells=538
export IMPL_reg2reg_from="ticker[2]$_SDFF_PP0_"
export IMPL_grt_use_total_pct=11.61
export IMPL_hpwl_mm=6.676
export IMPL_fp_util_pct=30.55
export IMPL_finalMaxSlewViolations=0
export IMPL_fin_crit_ns=3.316
export IMPL_min_path_cells=1
export IMPL_hold_slack_ns=0.4019
export IMPL_path_cells="nand2b_1 > inv_2 > a311oi_1 > o21ai_1 > a221oi_4 > buf_12 > nor2_1 > a221oi_2 > clkdlybuf4s50_1"
export IMPL_period_used_pct=94.75
export IMPL_worst_pin_slew_ns=0.7714
export IMPL_post_route_drc_count=0
export IMPL_coreArea_mm2=0.01515
export IMPL_slew_headroom_pct=48.10
export IMPL_yosysChipArea_mm2=0.004627
export IMPL_synthCells=538
export IMPL_grt_max_degree=35
export IMPL_hold_buffers=0
export IMPL_endpoint_kind="primary output"
export IMPL_antenna_found_initial=0
export IMPL_powerDensity_mw_per_mm2=210.2
export IMPL_untimed_endpoints=57
export IMPL_grt_pass1_vias=3382
export IMPL_worstSetupStartpointType="flip-flop"
==> critical path: cells and delay by family (launching register included) <==
kind | cells | cell delay, ns
flops | 1 | 0.34
compound gates | 4 | 0.89
buf+inv | 3 | 0.78
simple gates | 2 | 0.33
==> logic make-up (layout without fill, tap and decap cells) <==
group	after synthesis	count (layout)	synth area share (%)
other	1	3	0.08105
AOI/OAI and AO/OA	91	91	14.17
DFF	77	77	36.56
buffers and inverters	50	64	4.786
adders and majority gates	29	29	7.842
xor gates and xnor gates	60	60	11.36
and+or+nand+nor	225	225	24.12
muxes	5	5	1.082
==> where the power goes <==
group	leakage [nW]	internal (mW)	switching, mW
sequential	0.668	0.588	0.00692
clock	0.0696	0.261	0.197
combinational	1.20	0.0155	0.0261
total	1.94	0.865	0.230
==> cells in the mapped netlist (2+ instances only) <==
library cell	n
nor3_1	11
and2_1	3
nand3_1	31
inv_1	24
and4_1	3
nand4_1	9
o221ai_1	2
o21ai_1	2
nor4bb_1	2
a21oi_1	21
or2_2	2
o31ai_1	5
clkbuf_1	13
and3_1	13
nor4_1	5
xnor2_1	25
or4_1	2
buf_2	6
a31oi_1	8
a21boi_0	2
mux2i_1	5
nand2b_1	7
nand2_1	35
o21bai_1	2
o21ai_0	20
o21a_1	3
nor3b_1	4
xor2_1	35
nand3b_1	2
buf_4	3
edfxtp_1	15
buf_6	2
ha_1	29
a211o_1	2
nor2_1	76
a311oi_1	2
a211oi_1	4
nor2b_1	5
or3_1	9
dfxtp_1	62
==> routing by layer <==
metal  up-vias  GRT usage, %  part of all wire (%)
li1       1903             -                     -
met1      1711         16.89                    51
met2        48         19.47                    45
met3         9         1.342                   2.3
met4         0         1.276                   1.2
met5         -             0                     0
==> sequential cells by signal, summed over array words and instances (netlist names) <==
register	flops
LEDs	4
buzz	1
column	3
count	18
counter	3
counttemp	8
e	1
f	1
i	9
oe	1
onesec	1
ticker	27
==> how the worst max path moves through the flow <==
stage	endpoint	slack, ns	startpoint	cells after the start
6_report	C[0]	0.18	count[17]$_SDFFE_PP0N_	9
5_1_grt	C[3]	0.03	count[16]$_SDFFE_PP0N_	7
4_1_cts	C[1]	0.07	count[17]$_SDFFE_PP0N_	8
==> area by class of cell <==
class	instances	area, µm²
Multi-Input combinational cell	413	2721
Inverter	25	93.84
Fill cell	1492	9937
Clock inverter	2	13.76
Sequential cell	77	1692
Clock buffer	5	125.1
Timing Repair Buffer	32	327.8
Tap cell	188	235.2
==> per-stage QoR <==
step	cell area, µm²	total power [mW]	utilization [%]
finish	5209	1.095	34.39
global route	5209	1.144	34.39
CTS	5189	1.109	34.26
detailed placement	5050	0.6503	33.34
global placement	5050	0.6483	33.34
floorplan	4634	0.6408	-
==> cells in the final DEF (no fill, tap or decap), types with 7 or more instances in the layout <==
| cell | count |
|---|---|
| xor2_1 | 35 |
| nand4_1 | 9 |
| inv_1 | 24 |
| clkdlybuf4s50_1 | 30 |
| o21ai_0 | 20 |
| ha_1 | 29 |
| xnor2_1 | 25 |
| a21oi_1 | 21 |
| dfxtp_1 | 62 |
| and3_1 | 13 |
| nor2_1 | 76 |
| or3_1 | 9 |
| nor3_1 | 11 |
| a31oi_1 | 8 |
| nand2b_1 | 7 |
| edfxtp_1 | 15 |
| nand2_1 | 35 |
| nand3_1 | 31 |
==> repair_timing <==
item / CTS / global route
gates resized: 0 / 0
endpoints found under the setup margin: 0 / 3
buffers inserted: 0 / 1
Power is estimated from default activity; no workload was simulated.
